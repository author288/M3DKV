File: design/flow/config.mk
export PLATFORM = sky130hd
export DESIGN_NAME = softmax_block3
export DESIGN_NICKNAME = softmax_block3
export VERILOG_FILES = /design/flow/design.v
export SDC_FILE = /design/flow/constraint.sdc
export NUM_CORES = 4
export LEC_CHECK = 1
export CORE_AREA = 10 10 616 616
export DIE_AREA = 0 0 626 626
File: design/flow/constraint.sdc
current_design softmax_block3

set clk_period 16.2
set clk_io_pct 0.2

create_clock -name clk0 -period $clk_period [get_ports {clk}]

set non_clock_inputs [all_inputs -no_clocks]
set_input_delay [expr $clk_period * $clk_io_pct] -clock clk0 $non_clock_inputs
set_output_delay [expr $clk_period * $clk_io_pct] -clock clk0 [all_outputs]
File: design/flow/design.v
module fp_mul_single_cycle #(
  parameter EXP_WIDTH       = 8,
  parameter MANTISSA_WIDTH  = 7,
  parameter FP_WIDTH        = 1 + EXP_WIDTH + MANTISSA_WIDTH
)(
  input  clk,
  input  rstn,
  input  [FP_WIDTH-1:0] mul_a,
  input  [FP_WIDTH-1:0] mul_b,
  output [FP_WIDTH-1:0] mul_out
);
parameter E_ref = {(EXP_WIDTH-1){1'b1}};			
parameter E_add_max = {(EXP_WIDTH){1'b1}}+E_ref-1;
reg[MANTISSA_WIDTH*2+1:0] f0;	
reg[MANTISSA_WIDTH+1:0] f1;
reg[MANTISSA_WIDTH-1:0] f2;
reg[EXP_WIDTH:0] e0;
reg[EXP_WIDTH:0] e1;
reg[EXP_WIDTH-1:0] e2;
reg S0;
wire[EXP_WIDTH:0] mul_a_e,mul_b_e;	
wire[MANTISSA_WIDTH:0] mul_a_f,mul_b_f;
assign mul_a_e = {1'b0,mul_a[EXP_WIDTH+MANTISSA_WIDTH-1:MANTISSA_WIDTH]};		
assign mul_b_e = {1'b0,mul_b[EXP_WIDTH+MANTISSA_WIDTH-1:MANTISSA_WIDTH]};		
assign mul_a_f = {1'b1,mul_a[MANTISSA_WIDTH-1:0]};						
assign mul_b_f = {1'b1,mul_b[MANTISSA_WIDTH-1:0]};
always @(*) begin
  if(mul_a_e == {1'b0,{(EXP_WIDTH){1'b1}}} || mul_b_e == {1'b0,{(EXP_WIDTH){1'b1}}})begin		
      f0 = 1;
      e0 = E_add_max;
  end
  else begin
      f0 = mul_a_f*mul_b_f;
      e0 = mul_a_e+mul_b_e;
  end
end
always @(*) begin
  if(e0 > E_ref) begin
    if(e0 >= E_add_max) begin		
      e1 = {(EXP_WIDTH+1){1'b1}};	
      f1 = 1;
    end
    else begin
      e1 = (e0 - E_ref);
      f1 = f0[MANTISSA_WIDTH*2+1:MANTISSA_WIDTH]+f0[MANTISSA_WIDTH-1];
    end
  end
  else begin
    e1 = 0;
    f1 = 0;
  end
end
always @(posedge clk or negedge rstn) begin
  if (~rstn) begin
    f2 <= 0;
		e2 <= 0;
    S0 <= 0;
  end
  else begin
    S0 <= mul_a[EXP_WIDTH+MANTISSA_WIDTH]^mul_b[EXP_WIDTH+MANTISSA_WIDTH];	
    if(f1[MANTISSA_WIDTH+1]) begin	
      f2[MANTISSA_WIDTH-1:0] <= f1[MANTISSA_WIDTH:1];
      e2 <= e1[EXP_WIDTH-1:0]+1'b1;
    end
    else begin
      f2[MANTISSA_WIDTH-1:0] <= f1[MANTISSA_WIDTH-1:0];
      e2 <= e1[EXP_WIDTH-1:0];
    end
  end
end
assign mul_out = {S0,e2[EXP_WIDTH-1:0],f2[MANTISSA_WIDTH-1:0]};	
endmodule
`timescale 1ns/1ps
module softmax_block3 #(
  parameter EXP_WIDTH                                       = 8,
  parameter MANTISSA_WIDTH                                  = 7,
  parameter SIGN_WIDTH                                      = 1,
  parameter FP_WIDTH                                        = 16,
  parameter PARALLEL_ROW                                    = 32
)(
  input  wire                                               clk,
  input  wire                                               rst_n,
  input  wire [PARALLEL_ROW*FP_WIDTH-1:0]                   pi_mul_vi,
  input  wire [FP_WIDTH-1:0]                                pi_sum_recip,
  input  wire                                               idata_valid,
  output reg                                                idata_ready,
  output reg [PARALLEL_ROW*FP_WIDTH-1:0]                    odata,
  output reg                                                odata_valid,
  input wire                                                odata_ready
);
reg [$clog2(PARALLEL_ROW)-1:0] counter;
reg [$clog2(PARALLEL_ROW)-1:0] counter_result;
wire counter_is_max_now = (counter == PARALLEL_ROW-1);
wire counter_result_is_max_now = (counter_result == PARALLEL_ROW-1);
reg [PARALLEL_ROW*FP_WIDTH-1:0] pi_mul_vi_reg;
reg [FP_WIDTH-1:0] pi_sum_recip_reg;
reg [FP_WIDTH-1:0] mul_a;
reg [FP_WIDTH-1:0] mul_b;
wire [FP_WIDTH-1:0] mul_out;
reg [PARALLEL_ROW*FP_WIDTH-1:0] odata_reg;
reg [2:0] state, next_state;
localparam IDLE = 3'b000,
           CALC = 3'b001,
           DONE = 3'b010;
always @(posedge clk or negedge rst_n) begin
    if (~rst_n) begin
        state <= IDLE;
    end
    else begin
        state <= next_state;
    end
end
always @(*) begin
  begin
    case (state)
      IDLE: begin
        if (idata_valid) begin
          next_state = CALC;
        end
        else begin
          next_state = IDLE;
        end
      end
      CALC: begin
        if (counter_result_is_max_now) begin
          next_state = DONE;
        end
        else begin
          next_state = CALC;
        end
      end
      DONE: begin
        if (odata_valid & odata_ready) begin
          next_state = IDLE;
        end
        else begin
          next_state = DONE;
        end
      end
      default: begin
        next_state = IDLE;
      end
    endcase
  end
end
always @(*) begin
  case (state)
    IDLE: begin
      idata_ready = 1'b1;
      odata_valid = 1'b0;
    end
    CALC: begin
      idata_ready = 1'b0;
      odata_valid = 1'b0;
    end
    DONE: begin
      idata_ready = 1'b0;
      odata_valid = 1'b1;
    end
    default: begin
      idata_ready = 1'b0;
      odata_valid = 1'b0;
    end
  endcase
end
always @(posedge clk or negedge rst_n) begin
  if (~rst_n) begin
    pi_mul_vi_reg <= 0;
    pi_sum_recip_reg <= 0;
  end
  else if (state == IDLE & idata_valid) begin
    pi_mul_vi_reg <= pi_mul_vi;
    pi_sum_recip_reg <= pi_sum_recip;
  end 
  else begin
    pi_mul_vi_reg <= pi_mul_vi_reg;
    pi_sum_recip_reg <= pi_sum_recip_reg;
  end
end
always @(posedge clk or negedge rst_n) begin
  if (~rst_n) begin
    counter <= 0;
    counter_result <= 0;
  end
  else if (state == CALC) begin
    if (counter_is_max_now) begin
      counter <= counter;
    end
    else begin
      counter <= counter + 1;
    end
      counter_result <= counter;
  end
  else begin
    counter <= 0;
    counter_result <= 0;
  end
end
always @(*) begin
  mul_a = 0;
  mul_b = 0;
  odata = 0;
  case (state)
    CALC: begin
      mul_a = pi_mul_vi_reg[FP_WIDTH*counter +:FP_WIDTH];
      mul_b = pi_sum_recip_reg;
    end
    DONE: begin
      odata = odata_reg;
    end
    default: begin
      mul_a = 0;
      mul_b = 0;
      odata = 0;
    end 
  endcase
end
always @(posedge clk or negedge rst_n) begin
  if (~rst_n) begin
    odata_reg <= 0;
  end
  else if (state == CALC) begin
    odata_reg[FP_WIDTH*counter_result +: FP_WIDTH] <= mul_out;
  end
end
fp_mul_single_cycle # (
    .EXP_WIDTH                (EXP_WIDTH),
    .MANTISSA_WIDTH           (MANTISSA_WIDTH),
    .FP_WIDTH                 (FP_WIDTH)
  )fp_mul_single_cycle_inst (
    .clk                      (clk),
    .rstn                     (rst_n),
    .mul_a                    (mul_a),
    .mul_b                    (mul_b),
    .mul_out                  (mul_out)
  );
endmodule
File: design/flow/run.sh
#!/bin/bash
# OpenROAD 26Q1-2900-gdf79404cd8, Yosys 0.63+post, stock flow scripts
make -C /OpenROAD-flow-scripts/flow DESIGN_CONFIG=/design/flow/config.mk WORK_HOME=/design/flow/orfs finish
==> impl_metrics.xml <==
<?xml version="1.0" encoding="UTF-8"?>
<metrics>
  <group name="floorplan">
    <metric name="core.rowCount" unit="">222</metric>
    <metric name="boundaryPins" unit="">1046</metric>
    <metric name="floorplan.core_util" unit="">0.139</metric>
    <metric name="fp.dieH" unit="µm">626</metric>
    <metric name="design.die.area" unit="mm²">0.392</metric>
    <metric name="die_width" unit="µm">626</metric>
    <metric name="core_area" unit="mm²">0.366</metric>
  </group>
  <group name="worst_setup_path">
    <metric name="worst_setup_path_end_kind" unit="">flip-flop</metric>
    <metric name="worstPathArrival" unit="ns">10.20</metric>
    <metric name="worstPathMaxFanout" unit="">40</metric>
    <metric name="worstPathRequired" unit="ns">16.91</metric>
    <metric name="setup.worst_path.start_class" unit="">flip-flop</metric>
    <metric name="critPathKind" unit="">reg2reg</metric>
    <metric name="critical-path-max-stage-delay" unit="ns">0.68</metric>
    <metric name="worst-path-buf-inv" unit="">6</metric>
    <metric name="critical-path-slowest-cell" unit="">dfrtp_4</metric>
    <metric name="cp_top_family" unit="">adder cells</metric>
  </group>
  <group name="clocking">
    <metric name="clk_tree_root_cell" unit="">clkbuf_16</metric>
    <metric name="ctsHoldBuffers" unit="">0</metric>
    <metric name="cts.htree.levels" unit="">4</metric>
    <metric name="clk_pin_slew_worst_paths" unit="ns">0.06</metric>
    <metric name="cts-buffers-inserted" unit="">137</metric>
    <metric name="clock.latency.late_pin" unit="ns">0.85</metric>
    <metric name="clock_tree_from_tritoncts" unit="">done</metric>
    <metric name="clock_sinks" unit="">1069</metric>
    <metric name="cts_setup_buffers" unit="">0</metric>
    <metric name="cts-root-to-sink-buffers" unit="">4</metric>
    <metric name="post_cts_resize_count" unit="">0</metric>
  </group>
  <group name="cells_and_area">
    <metric name="final.fill_count" unit="">39000</metric>
    <metric name="layout-drive-gt1-share" unit="">0.328</metric>
    <metric name="layout-area-overhead-vs-synth" unit="%">41.5</metric>
    <metric name="fin_area" unit="mm²">0.0718</metric>
    <metric name="stdcell_count" unit="">9696</metric>
  </group>
  <group name="pwr">
    <metric name="power" unit="mW">11.5</metric>
    <metric name="vdd_drop_max" unit="V">0.000203</metric>
    <metric name="static-leakage-power" unit="nW">28.9</metric>
    <metric name="power_per_cell_area" unit="mW/mm²">160</metric>
  </group>
  <group name="timing">
    <metric name="tightestPinTransition" unit="ns">0.898</metric>
    <metric name="setup_viol" unit="">0</metric>
    <metric name="timing.final.hold_violations" unit="">0</metric>
    <metric name="timing.final.crit_share" unit="">0.586</metric>
    <metric name="max_freq" unit="GHz">0.105</metric>
    <metric name="timing.clock.skew" unit="ns">0.101</metric>
    <metric name="final.setup.tns" unit="ns">0</metric>
    <metric name="drv_slew" unit="">0</metric>
    <metric name="rsz_0062_raised_after_global_routing" unit="">false</metric>
    <metric name="layout_min_cycle_time" unit="ns">9.49</metric>
    <metric name="timing.slew.headroom" unit="">0.401</metric>
  </group>
  <group name="drt">
    <metric name="maxUsedRoutingLayer" unit="">met5</metric>
    <metric name="route.layer.met1.wl" unit="µm">83000</metric>
    <metric name="avgRoutedWirePerCell" unit="µm">22.6</metric>
    <metric name="antenna_left" unit="">0</metric>
    <metric name="drc" unit="">0</metric>
    <metric name="dr_wl_met3" unit="µm">14300</metric>
    <metric name="wl" unit="µm">219000</metric>
    <metric name="detailroute.wirelength.met2" unit="µm">113000</metric>
    <metric name="number_of_drc_markers_after_the_initial_detailed_route_iteration" unit="">1983</metric>
    <metric name="detailroute.via_count" unit="">34500</metric>
    <metric name="number_of_detailed_routing_iterations_run_before_antenna_repair" unit="">5</metric>
    <metric name="vias_per_cell" unit="">3.56</metric>
  </group>
  <group name="outcome">
    <metric name="status" unit="">completed</metric>
  </group>
  <group name="synth">
    <metric name="synth.lib_cells_used.distinct" unit="">75</metric>
    <metric name="yosysChipArea" unit="mm²">0.0507</metric>
    <metric name="synth_flops" unit="">1069</metric>
    <metric name="synth.avg_cell_area" unit="µm²">13.7</metric>
    <metric name="synth_area" unit="mm²">0.0507</metric>
    <metric name="synth_stat.cells" unit="">3712</metric>
    <metric name="enable_flop_cells" unit="">0</metric>
    <metric name="top_cells_by_area" unit="">dfrtp_1, mux2_2, and2_1, mux4_2, clkbuf_1</metric>
    <metric name="yosys_warnings" unit="">2</metric>
    <metric name="synthDominantCellAreaShare" unit="">0.527</metric>
    <metric name="ff_type" unit="">dfrtp_1</metric>
    <metric name="synth.largest_area_cell" unit="">dfrtp_1</metric>
    <metric name="synthCells" unit="">3712</metric>
    <metric name="async_set_or_reset_register_ratio_after_synthesis" unit="">1.00</metric>
    <metric name="yosys.stat.seqShare" unit="">0.528</metric>
  </group>
  <group name="placement">
    <metric name="routabilityCongestion" unit="">0.858</metric>
    <metric name="detailed_place.area" unit="mm²">0.0672</metric>
    <metric name="port_buffers" unit="">1045</metric>
    <metric name="placedCellCount" unit="">9422</metric>
    <metric name="dpl.hpwl" unit="µm">170000</metric>
  </group>
  <group name="grt">
    <metric name="antenna_found_initial" unit="">91</metric>
    <metric name="first_global_vias" unit="">37000</metric>
    <metric name="global_route.usage.total" unit="">0.110</metric>
    <metric name="grt_start_max_net_pins" unit="">134</metric>
    <metric name="global_route.overflow_total" unit="">0</metric>
    <metric name="first_pass_grt_wire_length" unit="µm">300000</metric>
  </group>
  <group name="worst_hold_path">
    <metric name="holdCritPathClass" unit="">reg2reg</metric>
  </group>
  <group name="flow_run">
    <metric name="max_cap_viol_count" unit="">0</metric>
    <metric name="warning_count" unit="">49</metric>
  </group>
</metrics>
==> cell usage in the layout (no fill, tap or decap), types with 16 or more instances in the layout <==
master	synthesis	layout
o21ai_0	27	27
clkbuf_8	0	29
mux2_2	1082	1082
nand2_1	64	63
buf_4	4	105
nor3_1	20	20
clkdlybuf4s50_1	0	1044
mux2i_1	30	30
ha_1	50	50
nor2_1	82	59
inv_1	69	69
clkbuf_1	222	29
and2_1	557	557
clkbuf_16	0	137
dfrtp_1	1068	1048
clkinv_2	0	18
diode_2	0	32
mux4_2	125	125
nand3_1	25	24
a21oi_1	25	25
fa_1	36	36
dfrtp_2	0	16
==> kinds of logic (layout without fill, tap and decap cells) <==
kind of cell,Yosys count,count (layout),synth area share
AND-OR/OR-AND,140,140,0.0194
XOR/XNOR,27,27,0.00481
adder cells (fa/ha/maj),86,86,0.0266
buffers and inverters,333,1469,0.0256
flip-flops,1069,1069,0.528
multiplexers,1239,1239,0.302
other,0,32,0
AND/OR/NAND/NOR,818,818,0.0936
==> synth_stat cells (7+ instances only) <==
library cell and n:
o22ai_1 9, nand2b_1 10, ha_1 50, mux4_2 125, xnor2_1 13, fa_1 36, o221ai_1 8, nor3_1 20
a21oi_1 25, buf_1 17, xor2_1 13, and3_1 9, and2_1 557, mux2_2 1082, o221a_2 7, dfrtp_1 1068
buf_2 15, nand2_1 64, inv_1 69, mux2i_1 30, clkbuf_1 222, nor3b_1 8, o21ai_0 27, nand3_1 25
nor2b_1 9, nand4_1 8, or3_1 7, nor2_1 82
==> cell type report <==
type / count / area, µm² / share of cell area
sequential: 1069 / 26800 / 0.373
multi-input combinational: 2310 / 22800 / 0.317
timing repair buffer: 1154 / 11300 / 0.158
tap: 4816 / 6030 / 0.0840
clock buffer: 195 / 3940 / 0.0549
clock inverter: 47 / 547 / 0.00762
inverter: 73 / 274 / 0.00382
antenna: 32 / 80.1 / 0.00112
==> metal layers <==
metal	track usage	vias to the layer above
met5	0	-
met4	0.0341	56
met3	0.0292	373
met2	0.195	1153
met1	0.130	17700
li1	-	15200
==> final timing paths <==
path / from / endpoint / slack [ns] / cells past startpoint
max: counter[1] / fp_mul_single_cycle_inst.e2[5] / 6.71 / 29
min: odata_reg[3] / odata_reg[3] / 0.50 / 1
max reg2reg: counter[1] / fp_mul_single_cycle_inst.e2[5] / 6.71 / 29
min reg2reg: odata_reg[3] / odata_reg[3] / 0.50 / 1
max in group asynchronous: rst_n / pi_mul_vi_reg[5] / 10.20 / 6
min in group asynchronous: rst_n / odata_reg[430] / 2.35 / 1
==> stage by stage <==
| step | hold slack [ns] | util | worst slack [ns] |
|---|---|---|---|
| after floorplan | 0.448 | - | 7.24 |
| after global placement | 0.481 | 0.184 | 6.65 |
| after detailed placement | 0.485 | 0.184 | 6.67 |
| after CTS | 0.498 | 0.196 | 6.69 |
| after global routing | 0.503 | 0.196 | 6.11 |
| final | 0.496 | 0.196 | 6.71 |
==> where the power goes <==
group / leakage, nW / switching [mW] / internal (mW)
clock network: 2.19 / 1.28 / 1.79
registers: 13.1 / 0.616 / 3.52
logic: 13.7 / 2.31 / 1.98
total: 28.9 / 4.20 / 7.29
Power figures rest on the tool's default switching activity, not on a simulated workload.
